## /design/flow/config.mk

```make
export PLATFORM = sky130hd
export DESIGN_NAME = Extend
export DESIGN_NICKNAME = Extend
export VERILOG_FILES = /design/flow/design.v
export SDC_FILE = /design/flow/constraint.sdc
export NUM_CORES = 4
export LEC_CHECK = 1
export CORE_AREA = 10 10 90 90
export DIE_AREA = 0 0 100 100
```

## /design/flow/constraint.sdc

```tcl
current_design Extend

set clk_period 4.5
set clk_io_pct 0.2

create_clock -name clk0 -period $clk_period

set non_clock_inputs [all_inputs -no_clocks]
set_input_delay [expr $clk_period * $clk_io_pct] -clock clk0 $non_clock_inputs
set_output_delay [expr $clk_period * $clk_io_pct] -clock clk0 [all_outputs]
```

## /design/flow/design.v

```verilog
module Extend
    (
    input logic [23:0] instr_imm,
    input logic [1:0] imm_src,
    output logic [31:0] ext_imm
    );
    function [31:0] ext;
        input [23:0] instr_imm;
        input [1:0] imm_src;
        logic [31:0] tmp;
        begin
            case (imm_src)
                2'b00: begin
                    tmp = {24'b0, instr_imm[7:0]};
                    ext = (tmp >> (2 * instr_imm[11:8])) | (tmp << (32 - 2 * instr_imm[11:8]));
                end
                2'b01: ext = {20'b0, instr_imm[11:0]};
                2'b10: ext = {{6{instr_imm[23]}}, instr_imm, 2'b00};
                default: ext = 32'bx;
            endcase
        end
    endfunction
    assign ext_imm = ext(instr_imm, imm_src);
endmodule
```

## /design/flow/run.sh

```bash
#!/bin/bash
# OpenROAD 26Q1-2900-gdf79404cd8, Yosys 0.63+post, stock flow scripts
make -C /OpenROAD-flow-scripts/flow DESIGN_CONFIG=/design/flow/config.mk WORK_HOME=/design/flow/orfs finish
```

==> run notes <==
run metrics: RD Place Congestion=0.9418, area grow syn2layout=55.80%, via density per instance=5.265, via count=1590, # rows=29, yosys warns=1, vias in the first global route=1535, Pre-antenna DRT Iters=5, relative slew slack=0.5476, met3 Track Usage GR=0.02290, kind of critical path=input port to output port, Starting DRT DRC Count=143, pin count of the biggest net entering global routing=27, Post-synth seq share=0, met2 Use GR=0.1732, status=finished clean, Data arrival, critical path=3.48 ns, mapped cell area=1197 um2, peak supply drop=41.57 uV, GRT Max-Usage Layer=met2, diode count=0, critical path peak fanout=14, post-CTS setup buffers=0, flip-flops=0, Yosys top cell by instances=nand2_1, Avg Cell Area, Syn=6.921 um2, Register Area=0 um2, RSZ-0062 raised after global routing=yes, CP endpoint kind=output port, Final min period=4.377 ns, top cells by count=16 x nand2_1, 15 x o21ai_0, 13 x o21ai_1, Max Slew Vio Count=0, Total Wirelength=5258 um, IO Port Bufs=58, CP cell instances=clkdlybuf4s50_1 > inv_1 > ha_1 > xor2_2 > nor4b_1 > nor3_1 > o21ai_0 > clkdlybuf4s50_1, worst slew pin tran=0.6781 ns, ANT nets after route=0, Max Clock Freq=228.5 MHz, Critical Path RT=3.60 ns, Global Route Usage Sum=0.09976, Yosys cell types=51, die width=100 um, fp util=0.1908, top cells, area=mux2i_1 8.4%, o21ai_0 6.3%, o21ai_1 5.4%, Avg WL per Cell=17.41 um, post-route insts no fill=302, Log Warnings=34, cells after synthesis=173, met1 Use GR=0.1294, global-route wire length before repair=8335 um, HPWL Detailed=4255 um, # placed instances=302, CP dominant cell by count=clkdlybuf4s50_1, core area=6277 um2, die y size=100 um, HP Class=input port to output port, CP peak stage delay=0.59 ns, Yosys top cell by area=mux2i_1, final hold vios=0, Clock Buffer Count=0, layout cells sized above 1=0.1111, Max-Cap Viols=0, PwrDens=115.7 nW/um2, synthesis area per yosys=1197 um2, initial antenna violation count=0, CTS hold repair buffers=0, global route overflow=0, Top-area cell share=0.08359, slowest CP cell=xor2_2, startpoint types=input port, P_leak=0.6787 nW, final setup fails=0, yosys stat cell total=173, post-route DRC violation count=0, IO Pins=58, Pwr Total=0.0002158 W, Die Area=10000 um2, fin crit share=0.9727
[through the flow]
stage	area [um2]	hold WS, ns	setup slack [ns]	utilization	TNS, ns
after floorplan	1197	1.852	0.9893	-	0
after global placement	1863	2.732	0.1783	0.2968	0
after detailed placement	1863	2.717	0.1414	0.2968	0
after CTS	1863	2.724	0.1377	0.2968	0
after global routing	1866	2.756	-0.03577	0.2972	-0.06012
final	1866	2.709	0.1227	0.2972	0
[layer usage]
layer	wire length (um)	part of all wire	vias to the layer above
met3	459	0.087	0
met1	2232	0.42	749
met4	0	0	0
li1	-	-	781
met5	0	0	-
met2	2567	0.49	60
[path summary, 6_finish.rpt]
kind,from,to,slack (ns),cells past startpoint
worst min-delay path,instr_imm[22],ext_imm[24],2.71,4
worst max-delay path,instr_imm[9],ext_imm[9],0.12,8
[worst max-delay path: cells and delay by family]
family,cells,cell delay [ns]
XOR/XNOR,1,0.59
AND-OR/OR-AND,1,0.13
adder cells (fa/ha/maj),1,0.39
AND/OR/NAND/NOR,2,0.48
buffers and inverters,3,0.99
[where the power goes]
| group | total, W | switching (W) | leakage, nW | internal (W) |
|---|---|---|---|---|
| logic | 0.000216 | 0.000103 | 0.679 | 0.000113 |
| clock network | 0 | 0 | 0 | 0 |
| registers | 0 | 0 | 0 | 0 |
| total | 0.000216 | 0.000103 | 0.679 | 0.000113 |
[cells in the final DEF, fill, tap and decap left out, types with 3 or more instances in the layout]
cell             netlist  layout
clkdlybuf4s50_1        0      58
nand2_1               16      16
o21ai_0               15      15
o21ai_1               13      13
buf_4                  4      12
mux2i_1               10      10
nor3_1                 9       9
inv_1                  7       7
a22oi_1                6       6
nor2_1                 5       5
nand2b_1               5       5
a221o_1                5       5
o31ai_1                5       5
a222oi_1               4       4
nor2b_1                4       3
nand3b_1               3       3
nor4_1                 3       3
ha_1                   3       3
[cell families after synthesis]
| logic type | count (synthesis) | synth area share |
|---|---|---|
| buffers and inverters | 25 | 0.1066 |
| AOI/OAI and AO/OA | 70 | 0.4316 |
| and+or+nand+nor | 60 | 0.2936 |
| adders and majority gates | 3 | 0.03135 |
| xor gates and xnor gates | 3 | 0.03449 |
| muxes | 12 | 0.1024 |
[cell type report]
class / count / area [um2]
Inverter: 7 / 26.28
Fill cell: 691 / 4412
Timing Repair Buffer: 70 / 670.6
Tap cell: 77 / 96.34
Multi-Input combinational cell: 148 / 1072
[timing repair]
action,4_1_cts,5_1_grt
endpoints found under the hold margin,0,0
resized,0,1
endpoints found under the setup margin,0,7
Power and IR drop assume default switching activity.
