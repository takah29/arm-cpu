==> flow/config.mk <==
export PLATFORM = sky130hd
export DESIGN_NAME = Controller
export DESIGN_NICKNAME = Controller
export VERILOG_FILES = /design/flow/design.v
export SDC_FILE = /design/flow/constraint.sdc
export NUM_CORES = 4
export LEC_CHECK = 1
export CORE_AREA = 10 10 91 91
export DIE_AREA = 0 0 101 101
==> flow/constraint.sdc <==
current_design Controller

set clk_period 4.6
set clk_io_pct 0.2

create_clock -name clk0 -period $clk_period [get_ports {clk}]

set non_clock_inputs [all_inputs -no_clocks]
set_input_delay [expr $clk_period * $clk_io_pct] -clock clk0 $non_clock_inputs
set_output_delay [expr $clk_period * $clk_io_pct] -clock clk0 [all_outputs]
==> flow/design.v <==
module AluDecoder
    (
    input logic alu_op, s, branch, mult,
    input logic [3:0] cmd,
    output logic no_write, not_alu, not_shift, swap, inv,
    output logic [2:0] alu_ctl,
    output logic [1:0] flag_w
    );
    always_comb begin
        if (alu_op) begin
            case (cmd)
                4'b0100: {alu_ctl, no_write, not_alu, not_shift, swap, inv} = 8'b000_0_0_0_0_0;  
                4'b0010: {alu_ctl, no_write, not_alu, not_shift, swap, inv} = 8'b001_0_0_0_0_0;  
                4'b0000: {alu_ctl, no_write, not_alu, not_shift, swap, inv} = 8'b010_0_0_0_0_0;  
                4'b1100: {alu_ctl, no_write, not_alu, not_shift, swap, inv} = 8'b011_0_0_0_0_0;  
                4'b0001: {alu_ctl, no_write, not_alu, not_shift, swap, inv} = 8'b110_0_0_0_0_0;  
                4'b0101: {alu_ctl, no_write, not_alu, not_shift, swap, inv} = 8'b100_0_0_0_0_0;  
                4'b0110: {alu_ctl, no_write, not_alu, not_shift, swap, inv} = 8'b101_0_0_0_0_0;  
                4'b0011: {alu_ctl, no_write, not_alu, not_shift, swap, inv} = 8'b001_0_0_0_1_0;  
                4'b0111: {alu_ctl, no_write, not_alu, not_shift, swap, inv} = 8'b101_0_0_0_1_0;  
                4'b1110: {alu_ctl, no_write, not_alu, not_shift, swap, inv} = 8'b010_0_0_0_0_1;  
                4'b1010: {alu_ctl, no_write, not_alu, not_shift, swap, inv} = 8'b001_1_0_0_0_0;  
                4'b1011: {alu_ctl, no_write, not_alu, not_shift, swap, inv} = 8'b000_1_0_0_0_0;  
                4'b1000: {alu_ctl, no_write, not_alu, not_shift, swap, inv} = 8'b010_1_0_0_0_0;  
                4'b1001: {alu_ctl, no_write, not_alu, not_shift, swap, inv} = 8'b110_1_0_0_0_0;  
                4'b1111: {alu_ctl, no_write, not_alu, not_shift, swap, inv} = 8'b000_0_1_0_0_1;  
                4'b1101: {alu_ctl, no_write, not_alu, not_shift, swap, inv} = 8'b000_0_1_0_0_0;  
                default: {alu_ctl, no_write, not_alu, not_shift, swap, inv} = 8'bx;  
            endcase
            if (not_alu | (alu_ctl === 3'b010 | alu_ctl === 3'b011 | alu_ctl === 3'b110)) begin
                flag_w = 2'b10 & {2{s}};
            end else begin
                flag_w = 2'b11 & {2{s}};
            end
        end else begin
            casex ({mult, branch, cmd ,s})
                7'b0_1_1001_0: {alu_ctl, flag_w, not_alu, not_shift} = 7'b000_00_1_1;  
                7'b1_0_0XXX_1: {alu_ctl, flag_w, not_alu, not_shift} = 7'b000_01_0_0;  
                7'b0_0_X0XX_X: {alu_ctl, flag_w, not_alu, not_shift} = 7'b001_00_0_0;  
                default: {alu_ctl, flag_w, not_alu, not_shift} = 7'b000_00_0_0;  
            endcase
            no_write = 1'b0;
            swap = 1'b0;
            inv = 1'b0;
        end
    end
endmodule
module CondLogic
    (
    input logic clk, reset,
    input logic pcs, reg_w3, reg_w1, mem_w, no_write,
    input logic [1:0] flag_w,
    input logic [3:0] cond, cond_flags,
    output logic pc_src, reg_write3, reg_write1, mem_write, carry
    );
    logic cond_ex;
    logic [2:0] flag_write, flag_w_dec;
    logic [3:0] flags;
    always_comb begin
        case (flag_w)
            2'b00: flag_w_dec = 3'b000;
            2'b01: flag_w_dec = 3'b100;
            2'b10: flag_w_dec = 3'b110;
            2'b11: flag_w_dec = 3'b111;
        endcase
    end
    assign flag_write = flag_w_dec & {3{cond_ex}};
    Flopenr #(2) nv_flags_flopenr(.clk, .reset, .en(flag_write[2]), .d(cond_flags[3:2]), .q(flags[3:2]));
    Flopenr #(1) c_flags_flopenr(.clk, .reset, .en(flag_write[1]), .d(cond_flags[1]), .q(flags[1]));
    Flopenr #(1) v_flags_flopenr(.clk, .reset, .en(flag_write[0]), .d(cond_flags[0]), .q(flags[0]));
    logic n, z, c, v;
    assign {n, z, c, v} = flags;
    always_comb begin
        case (cond)
            4'b0000: cond_ex = z;  
            4'b0001: cond_ex = ~z;  
            4'b0010: cond_ex = c;  
            4'b0011: cond_ex = ~c;  
            4'b0100: cond_ex = n;  
            4'b0101: cond_ex = ~n;  
            4'b0110: cond_ex = v;  
            4'b0111: cond_ex = ~v;  
            4'b1000: cond_ex = ~z & c;  
            4'b1001: cond_ex = z | ~c;  
            4'b1010: cond_ex = ~(n ^ v);  
            4'b1011: cond_ex = (n ^ v);  
            4'b1100: cond_ex = ~z & ~(n ^ v);  
            4'b1101: cond_ex = z | (n ^ v);  
            4'b1110: cond_ex = 1'b1;  
            default: cond_ex = 1'bx;  
        endcase
    end
    assign pc_src = pcs & cond_ex;
    assign reg_write3 = reg_w3 & cond_ex & ~no_write;
    assign reg_write1 = reg_w1 & cond_ex & ~no_write;
    assign mem_write = mem_w & cond_ex;
    assign carry = c;
endmodule
module Controller
    (
    input logic clk, reset,
    input logic [1:0] op,
    input logic [3:0] cond, cond_flags, rd, instr74,
    input logic [5:0] funct,
    output logic pc_src, reg_write3, reg_write1, mem_write, mem_to_reg, alu_src, carry, swap, inv, not_shift,
    output logic [1:0] imm_src, reg_src, result_src,
    output logic [2:0] alu_ctl,
    output logic [3:0] mul_ctl
    );
    logic pcs, reg_w3, reg_w1, mem_w, no_write, mult;
    logic [1:0] flag_w;
    Decoder decoder(
    .op,
    .funct,
    .instr74,
    .rd,
    .pcs,
    .reg_w3,
    .reg_w1,
    .mem_w,
    .mem_to_reg,
    .alu_src,
    .mult,
    .no_write,
    .not_shift,
    .swap,
    .inv,
    .flag_w,
    .imm_src,
    .result_src,
    .reg_src,
    .alu_ctl
    );
    CondLogic cond_logic(
    .clk,
    .reset,
    .pcs,
    .reg_w3,
    .reg_w1,
    .mem_w,
    .no_write,
    .flag_w,
    .cond,
    .cond_flags,
    .pc_src,
    .reg_write3,
    .reg_write1,
    .mem_write,
    .carry
    );
    assign mul_ctl = {mult, funct[3:1]};
endmodule
module Decoder
    (
    input logic [1:0] op,
    input logic [5:0] funct,
    input logic [3:0] instr74,
    input logic [3:0] rd,
    output logic pcs, reg_w3, reg_w1, mem_w, mem_to_reg, alu_src, mult, no_write, not_shift, swap, inv,
    output logic [1:0] flag_w, imm_src, reg_src, result_src,
    output logic [2:0] alu_ctl
    );
    logic branch, alu_op, not_alu, post_idx;
    MainDecoder main_decoder(
    .op,
    .funct,
    .instr74,
    .branch,
    .mem_to_reg,
    .mem_w,
    .alu_src,
    .reg_w3,
    .reg_w1,
    .alu_op,
    .reg_src,
    .post_idx,
    .mult,
    .imm_src
    );
    AluDecoder alu_decoder(
    .alu_op,
    .s(funct[0]),
    .branch,
    .mult,
    .cmd(funct[4:1]),
    .no_write,
    .not_alu,
    .not_shift,
    .swap,
    .inv,
    .alu_ctl,
    .flag_w
    );
    assign pcs = ((rd == 15) & reg_w3) | branch;
    assign result_src = {post_idx, not_alu};
endmodule
module Flopenr
    #(parameter N = 32)
    (
    input logic clk,
    input logic reset,
    input logic en,
    input logic [N - 1:0] d,
    output logic [N - 1:0] q
    );
    always_ff @(posedge clk, posedge reset) begin
        if (reset) begin
            q <= '0;
        end else if (en) begin
            q <= d;
        end
    end
endmodule
module MainDecoder
    (
    input logic [1:0] op,
    input logic [5:0] funct,
    input logic [3:0] instr74,
    output logic branch, mem_to_reg, mem_w, alu_src, reg_w3, reg_w1, alu_op, post_idx, mult,
    output logic [1:0] imm_src, reg_src
    );
    logic [12:0] controls;  
    function [12:0] dp_controls(input [5:0] funct, input [3:0] instr74);
        casex ({funct, instr74})
            10'b0100100001: dp_controls = 13'b1_0_0_0_00_0_0_00_0_0_0;  
            10'b000XXX1001: dp_controls = 13'b0_0_0_0_00_0_1_00_0_0_1;  
            10'b001XXX1001: dp_controls = 13'b0_0_0_0_00_1_1_00_0_0_1;  
            10'b0XXXXXXXXX: dp_controls = 13'b0_0_0_0_00_1_0_00_1_0_0;  
            10'b1XXXXXXXXX: dp_controls = 13'b0_0_0_1_00_1_0_00_1_0_0;  
            default: dp_controls = 13'bx;
        endcase
    endfunction
    function [12:0] mem_controls(input [5:0] funct);
        casex (funct)
            6'b01XX00: mem_controls = 13'b0_0_1_1_01_0_0_00_0_0_0;  
            6'b11XX00: mem_controls = 13'b0_0_1_0_01_0_0_00_0_0_0;  
            6'b00XX00: mem_controls = 13'b0_0_1_1_01_0_1_00_0_1_0;  
            6'b10XX00: mem_controls = 13'b0_0_1_0_01_0_1_00_0_1_0;  
            6'b01XX10: mem_controls = 13'b0_0_1_1_01_0_1_00_0_0_0;  
            6'b11XX10: mem_controls = 13'b0_0_1_0_01_0_1_00_0_0_0;  
            6'b01XX01: mem_controls = 13'b0_1_0_1_01_1_0_00_0_0_0;  
            6'b11XX01: mem_controls = 13'b0_1_0_0_01_1_0_00_0_0_0;  
            6'b00XX01: mem_controls = 13'b0_1_0_1_01_1_1_00_0_1_0;  
            6'b10XX01: mem_controls = 13'b0_1_0_0_01_1_1_00_0_1_0;  
            6'b01XX11: mem_controls = 13'b0_1_0_1_01_1_1_00_0_0_0;  
            6'b11XX11: mem_controls = 13'b0_1_0_0_01_1_1_00_0_0_0;  
            default: mem_controls = 13'bx;
        endcase
    endfunction
    function [12:0] branch_controls(input [5:0] funct);
        casex (funct)
            6'b10XXXX: branch_controls = 13'b1_0_0_1_10_0_0_01_0_0_0;  
            6'b11XXXX: branch_controls = 13'b1_0_0_1_10_1_0_11_0_0_0;  
            default: branch_controls = 13'bx;
        endcase
    endfunction
    always_comb begin
        case (op)
            2'b00: controls = dp_controls(funct, instr74);  
            2'b01: controls = mem_controls(funct);  
            2'b10: controls = branch_controls(funct);  
            default: controls = 13'bx;
        endcase
    end
    assign {branch, mem_to_reg, mem_w, alu_src, imm_src, reg_w3, reg_w1, reg_src, alu_op, post_idx, mult} = controls;
endmodule
==> flow/run.sh <==
#!/bin/bash
# OpenROAD 26Q1-2900-gdf79404cd8, Yosys 0.63+post, stock flow scripts
make -C /OpenROAD-flow-scripts/flow DESIGN_CONFIG=/design/flow/config.mk WORK_HOME=/design/flow/orfs finish
==> results.toml <==
# physical design summary
[outcome]
status = "finished, final reports clean"

[routing]
avgViaCountPerCell = 3.97
drtPass1Iterations = 4
via_count = 928
antenna_cells = 0
drt_iter0_markers = 25
ant_nets = 0
postRouteWirelength_um = 3070
post_drt_wl_per_cell_um = 13.1
drt_drc_violations_left = 0

[cells_and_area]
n_fill_cell = 680
layout_top_cell = "clkdlybuf4s50_1"
area.growth.synth_to_final_pct = 65.2
lay_top_cells = "clkdlybuf4s50_1 (48), nor2_1 (15), nand2_1 (14), inv_1 (7), buf_4 (5)"
stdcell_area_um2 = 1400
drive_above_1_share = 0.0955

[global_route]
overflow = 0
grt_use_total = 0.0581
grt_max_degree = 12
grt_pass1_vias = 993
grt_pass1_wl_um = 4820
antenna_found_initial = 0

[critical_path]
critPathLaunchType = "input pin"
critPathArrivalTime_ns = 3.24
r2r_start = "cond_logic.c_flags_flopenr.q$_DFFE_PP0P_"
crit_type = "input pin to primary output"
required_ns = 3.68
critPathLaunch = "op[0]"
worstPathMaxFanout = 5
end_kind = "primary output"

[clocking]
clk_pin_slew_ns = 0.03
htreeDepth = 1
worstSkewPairLatency_ns = 0.21
cts.path.max_buffers = 2
cts.sinks = 4
ctsResizeCount = 0
numCtsBuffers = 3
cts_tree = "yes"
hold_buffers = 0
cts-root-buf = "clkbuf_8"
postCtsSetupRepairBufs = 0

[placed_design]
dpl.hpwl_um = 2690
gp_congestion = 0.849
portBuffers = 48
pre_cts_slack_ns = 0.432
dpl-instance-area_um2 = 1360

[final_timing]
tightest_slew_ns = 0.383
hold_violations = 0
finalSetupViolations = 0
fin_crit_ns = 4.16
setup_slack_ns = 0.437
skew_ns = 0.000288
slew-limit-headroom = 0.743
rsz0062_at_grt = "false"
max_freq_ghz = 0.240
report.final.slew_viol_count = 0
fin_crit_sh = 0.905
setup-tns-final_ns = 0

[synthesis]
synth_seq_share = 0.118
yosysWarnings = 5
ys_chip_area_um2 = 850
synth.avg_cell_area_um2 = 7.39
edf_count = 0
async_flop_share = 1.00
ys.flop_type = "dfrtp_1"
synthDistinctLibCells = 43
ys_ff = 4
postSynthCellCount = 115
ys_cells = 115
synth_area_um2 = 850

[floorplan]
io_pins = 49
coreArea_um2 = 6350
fp.dieW_um = 101
chipHeight_um = 101
dieArea_um2 = 10200
rows = 29
fp_util = 0.134

[flow_run]
openroad.warnings = 27
cap_violations = 0

[min_path]
hp-start = "cond_logic.nv_flags_flopenr.q[0]$_DFFE_PP0P_"
hp-class = "flop to flop"

[power_and_ir_drop]
leakagePower_nw = 0.531
power_w = 0.000333
pwr_density_cell_nw_per_um2 = 237
vdd_drop_max_mv = 0.0831
[critical path: stages]
cell	delay (ns)
clkdlybuf4s50_1	0.51
inv_1	0.06
ha_1	0.30
inv_1	0.15
nand2_1	0.14
o22ai_1	0.18
a221oi_1	0.07
or2_1	0.25
a31oi_1	0.16
clkdlybuf4s50_1	0.50
[layout make-up]
cell class | count | area, µm² | share of cell area
inverters | 7 | 26.3 | 0.0187
repair buffers | 53 | 518 | 0.369
flip-flops and latches | 4 | 100 | 0.0713
multi-input cells | 90 | 622 | 0.443
well taps | 77 | 96.3 | 0.0686
clock buffers | 3 | 41.3 | 0.0294
[state kept, by name, indices dropped and copies added, names as in the netlist]
signal                         cells
cond_logic.nv_flags_flopenr.q      2
cond_logic.c_flags_flopenr.q       1
cond_logic.v_flags_flopenr.q       1
[cell usage after synthesis, types with 2 or more instances]
cell | number | share of area
a211oi_1 | 2 | 0.018
a21o_1 | 2 | 0.018
a21oi_1 | 4 | 0.024
a31oi_1 | 2 | 0.015
and3b_1 | 2 | 0.021
buf_2 | 2 | 0.012
buf_4 | 8 | 0.071
buf_6 | 2 | 0.027
dfrtp_1 | 4 | 0.12
ha_1 | 3 | 0.044
inv_1 | 7 | 0.031
mux2_1 | 3 | 0.040
nand2_1 | 14 | 0.062
nand3_1 | 4 | 0.024
nand4_1 | 2 | 0.015
nor2_1 | 15 | 0.066
nor2b_1 | 3 | 0.022
nor3_1 | 4 | 0.024
nor3b_1 | 3 | 0.027
o22ai_1 | 2 | 0.015
or4_1 | 2 | 0.018
xnor2_1 | 4 | 0.041
[power by group]
| part | switching, W | leakage [nW] | internal (W) | total, W |
|---|---|---|---|---|
| registers | 0.0000214 | 0.0475 | 0.0000534 | 0.0000749 |
| clock network | 0.0000164 | 0.0216 | 0.0000556 | 0.0000720 |
| logic | 0.0000759 | 0.461 | 0.000110 | 0.000186 |
| total | 0.000114 | 0.531 | 0.000220 | 0.000333 |
[metal layers]
metal / vias up / GRT usage / share of wire
met5: - / 0 / 0
met4: 0 / 0.0107 / 0.0098
met3: 4 / 0.0270 / 0.092
met2: 23 / 0.0973 / 0.50
met1: 419 / 0.0666 / 0.40
li1: 482 / - / -
[worst paths after layout]
kind	to	slack, ns	cells after the start
max	pc_src	0.44	10
min	cond_logic.nv_flags_flopenr.q[0]$_DFFE_PP0P_	0.57	1
max in group asynchronous	cond_logic.nv_flags_flopenr.q[0]$_DFFE_PP0P_	3.57	2
max reg2reg	cond_logic.c_flags_flopenr.q$_DFFE_PP0P_	2.75	6
min reg2reg	cond_logic.nv_flags_flopenr.q[0]$_DFFE_PP0P_	0.57	1
min in group asynchronous	cond_logic.nv_flags_flopenr.q[1]$_DFFE_PP0P_	0.88	2
[logic make-up (layout without fill, tap and decap cells)]
family,Yosys count,in the layout,share of synthesized area
DFF,4,4,0.118
xor gates and xnor gates,5,5,0.0515
adders and majority gates,3,3,0.0442
and+or+nand+nor,56,56,0.368
buffers and inverters,21,63,0.150
muxes,5,5,0.0692
AOI/OAI and AO/OA,21,21,0.199
[per-stage QoR]
step	utilization	cells	hold slack (ns)
after floorplan	-	115	0.499
after global placement	0.215	231	0.559
after detailed placement	0.215	231	0.566
after CTS	0.221	234	0.572
after global routing	0.221	234	0.588
final	0.221	234	0.570
Power is estimated from default activity; no workload was simulated.
