**./config.mk**
```make
export PLATFORM = sky130hd
export DESIGN_NAME = PcModule
export DESIGN_NICKNAME = PcModule
export VERILOG_FILES = /design/flow/design.v
export SDC_FILE = /design/flow/constraint.sdc
export NUM_CORES = 4
export LEC_CHECK = 1
export CORE_AREA = 10 10 111 111
export DIE_AREA = 0 0 121 121
```
**./constraint.sdc**
```tcl
current_design PcModule

set clk_period 5.7
set clk_io_pct 0.2

create_clock -name clk0 -period $clk_period [get_ports {clk}]

set non_clock_inputs [all_inputs -no_clocks]
set_input_delay [expr $clk_period * $clk_io_pct] -clock clk0 $non_clock_inputs
set_output_delay [expr $clk_period * $clk_io_pct] -clock clk0 [all_outputs]
```
**./design.v**
```verilog
module Adder
    #(parameter N = 32)
    (
    input logic [N - 1:0] a, b,
    input logic cin,
    output logic [N - 1:0] s,
    output logic cout
    );
    assign {cout, s} = a + b + cin;
endmodule
module Flopr #(parameter N = 32)
    (
    input logic clk,
    input logic reset,
    input logic [N - 1:0] d,
    output logic [N - 1:0] q
    );
    always_ff @(posedge clk, posedge reset) begin
        if (reset)begin
            q <= 0;
        end else begin
            q <= d;
        end
    end
endmodule
module Mux2
    #(parameter N = 32)
    (
    input logic [N - 1:0] d0, d1,
    input logic s,
    output logic [N - 1:0] y
    );
    assign y = s ? d1 : d0;
endmodule
module PcModule(
    input logic clk, reset,
    input logic pc_src,
    input logic [31:0] jump,
    output logic [31:0] pc, pc_plus4
    );
    logic [31:0] pc_next;
    Mux2 #(32) mux(.d0(pc_plus4), .d1(jump), .s(pc_src), .y(pc_next));
    Flopr #(32) pcreg(.clk(clk), .reset(reset), .d(pc_next), .q(pc));
    Adder #(32) plus4(.a(pc), .b(32'b100), .cin(1'b0), .s(pc_plus4), .cout());
endmodule
```
**./run.sh**
```bash
#!/bin/bash
# OpenROAD 26Q1-2900-gdf79404cd8, Yosys 0.63+post, stock flow scripts
make -C /OpenROAD-flow-scripts/flow DESIGN_CONFIG=/design/flow/config.mk WORK_HOME=/design/flow/orfs finish
```
==> results.sh <==
# flow metrics
export IMPL_cts_tree="yes"
export IMPL_min_path_type="reg2reg"
export IMPL_path_buffers=1
export IMPL_crit_type="reg2out"
export IMPL_initCoreUtil_pct=19.7
export IMPL_crit_fanout=15
export IMPL_drt_iter0_drc=70
export IMPL_whs_path_depth=1
export IMPL_worst_slack_ns=1.45
export IMPL_run_status="completed"
export IMPL_fin_setup_tns_ns=0
export IMPL_ir_drop_uv=65.1
export IMPL_timing_rr_start="pcreg.q[2]"
export IMPL_vias_per_cell=4.38
export IMPL_slew_headroom_pct=62.2
export IMPL_coreArea_um2=9860
export IMPL_area_leaders="dfrtp_1 (41%), mux2_2 (9.3%), xor2_1 (4.1%), xnor2_1 (3.6%), nand2_1 (3.3%)"
export IMPL_warnings=25
export IMPL_cp_cell_sequence="ha_1, nand3_1, or4_1, or4_4, xnor2_1, clkdlybuf4s50_1"
export IMPL_top_area_cell="dfrtp_1"
export IMPL_slowest_delay_ns=0.81
export IMPL_drv_cap=0
export IMPL_grt_overflow_total=0
export IMPL_drive_above_1_share_pct=12.7
export IMPL_power_density_nw_per_um2=219
export IMPL_postLayoutCoreUtil_pct=32.0
export IMPL_wl_per_cell_um=15.9
export IMPL_cts_made_buffers=5
export IMPL_yosysWarnings=1
export IMPL_hold_viol_final=0
export IMPL_antenna_found_initial=0
export IMPL_ys_flops=32
export IMPL_synth_stat_cells=203
export IMPL_grt_start_max_net_pins=33
export IMPL_cts_hold_buf=0
export IMPL_flop_cell="dfrtp_1"
export IMPL_synth_seq_share_pct=41.2
export IMPL_final_cell_area_um2=3150
export IMPL_insertion_delay_ns=0.28
export IMPL_p_total_mw=0.692
export IMPL_lay_top_cells="clkdlybuf4s50_1 (98), dfrtp_1 (32), nand2_1 (17)"
export IMPL_cp_arrival_ns=3.11
export IMPL_grt_pass1_vias=1894
export IMPL_grtUsageTotal_pct=9.11
export IMPL_dp_slack_ns=1.72
export IMPL_critPathRequiredTime_ns=4.56
export IMPL_edf_count=0
export IMPL_drv_slew=0
export IMPL_leakagePower_nw=1.20
export IMPL_placed_area_um2=3060
export IMPL_num_rows=36
export IMPL_vias=1895
export IMPL_cts_clk_slew_worst_paths_ns=0.07
export IMPL_lay_top_count="clkdlybuf4s50_1"
export IMPL_max_freq_mhz=235
export IMPL_cts_path_max_buffers=2
export IMPL_drc_errors=0
export IMPL_netlist_area_um2=1950
export IMPL_dieArea_um2=14600
export IMPL_cpLargestDelayFamily="simple AND/OR/NAND/NOR gates"
export IMPL_clock_sinks=32
export IMPL_min_from="pcreg.q[0]"
export IMPL_postSynthAreaPerCell_um2=9.58
export IMPL_grt_pass1_wl_um=10700
export IMPL_fin_skew_ns=0.00452
export IMPL_cts_htree_levels=2
export IMPL_synthArstFlopShare_pct=100
export IMPL_worst_setup_path_start_kind="flip-flop"
export IMPL_r2r_slack_ns=3.08
export IMPL_r2r_end="pcreg.q[30]"
export IMPL_area_growth_syn_to_layout_pct=62.1
export IMPL_wl_um=6900
export IMPL_syn_inst=203
export IMPL_cts_root_buf="clkbuf_8"
export IMPL_numPortBuffers=98
export IMPL_largest_reg_flops=32
export IMPL_worstHoldEndpoint="pcreg.q[0]"
export IMPL_fin_crit_sh_pct=74.5
export IMPL_post_cts_resized=0
export IMPL_yosys_area_um2=1950
export IMPL_worst_pin_slew_ns=0.567
export IMPL_drt_pass1_iterations=4
export IMPL_post_route_min_period_ns=4.25
export IMPL_crit_path_top_delay_cell="or4_1"
export IMPL_place_congestion=0.832
export IMPL_place_hpwl_um=5410
export IMPL_fp_dieH_um=121
export IMPL_ant_nets=0
export IMPL_rr_worst_depth=5
export IMPL_n_antenna_cell=0
export IMPL_rsz0062_at_grt="no"
export IMPL_pin_count=99
export IMPL_setup_violations=0
export IMPL_end_kind="output pin"
export IMPL_yosysUniqueCellTypes=38
export IMPL_cts_setup_buffers=0
export IMPL_synth_top_area_share_pct=41.2
export IMPL_largest_register="pcreg.q"
export IMPL_die_w_um=121
export IMPL_reg_top3="pcreg.q: 32 flops"
[layer usage]
metal	GRT usage [%]	wire, um
met5	0	0
met4	0.980	76
met3	2.74	596
met2	15.2	3300
met1	11.8	2930
[logic make-up (layout without fill, tap and decap cells)]
family,after synthesis,in the layout,share of synthesized area [%]
and+or+nand+nor,91,91,26.5
DFF,32,32,41.2
AOI/OAI and AO/OA,28,28,10.8
buffers and inverters,18,115,3.99
xor gates and xnor gates,17,17,7.65
muxes,16,16,9.26
adders and majority gates,1,1,0.643
[how the worst max path moves through the flow]
| stage | cells past startpoint | startpoint | slack [ns] | end |
|---|---|---|---|---|
| after global routing | 6 | pcreg.q[2] | 1.26 | pc_plus4[30] |
| after CTS | 6 | pcreg.q[2] | 1.40 | pc_plus4[30] |
| final | 6 | pcreg.q[2] | 1.45 | pc_plus4[30] |
[cell usage after synthesis, types with 2 or more instances]
| cell type | n |
|---|---|
| nand4_1 | 7 |
| xor2_1 | 9 |
| clkbuf_1 | 7 |
| nor4b_1 | 2 |
| nand4_2 | 2 |
| or2_2 | 6 |
| and3_1 | 2 |
| mux2_2 | 16 |
| nor4_1 | 5 |
| nand2_1 | 17 |
| inv_1 | 5 |
| or4_1 | 6 |
| buf_2 | 2 |
| nor2_1 | 12 |
| o21a_1 | 4 |
| o21ai_0 | 3 |
| xnor2_1 | 8 |
| o31ai_1 | 4 |
| o31a_1 | 6 |
| nor2b_1 | 2 |
| dfrtp_1 | 32 |
| and4_1 | 2 |
| nand2b_1 | 5 |
| or3_1 | 2 |
| nor3_1 | 8 |
| nand3_1 | 9 |
| a31oi_1 | 6 |
| a221o_1 | 3 |
| buf_4 | 2 |
[power breakdown]
group	internal [mW]	total, mW	switching [mW]
Clock	0.0965	0.188	0.0912
Combinational	0.151	0.213	0.0625
Sequential	0.252	0.291	0.0385
Total	0.500	0.692	0.192
[per-stage QoR]
| step | hold slack (ns) | instances |
|---|---|---|
| after floorplan | 0.482 | 203 |
| after global placement | 0.517 | 425 |
| after detailed placement | 0.525 | 425 |
| after CTS | 0.544 | 433 |
| after global routing | 0.556 | 433 |
| final | 0.540 | 433 |
[area by class of cell]
type / instances / area (um2)
Sequential cell: 32 / 801
Clock buffer: 6 / 82.6
Multi-Input combinational cell: 153 / 1070
Clock inverter: 2 / 10.0
Timing Repair Buffer: 101 / 1000
Tap cell: 133 / 166
Fill cell: 1002 / 6710
Inverter: 6 / 22.5
